$ cat design/flow/design.v
module Bar (
    input CP_rhythm,  
    input[1:0] sw,
    input[9:0] hc,
    input[9:0] vc,
    output reg[3:0] red,green,blue
);  
    reg[10:0] rhythm;  
    reg[31:0] count;  
    parameter N=9999_9999;
    reg[9:0] bar_bottom[28:0],bar_right[28:0];
    wire[9:0] bar_left[28:0],bar_top[28:0];
    parameter move_length=25; 
    parameter vbp=10'b00000_11111, vfp=10'b01111_11111;
    integer i;
    reg[28:0] in_bar; 
    parameter low_do=149, middle_do=362, high_do=575,
              low_re=180, middle_re=395, high_re=606,
              low_mi=210, middle_mi=423, high_mi=637,
              low_fa=241, middle_fa=454, high_fa=667,
              low_so=271, middle_so=484, high_so=697,
              low_la=301, middle_la=515, high_la=728,
              low_xi=332, middle_xi=545, high_xi=758;
    assign bar_left[0]=middle_so;
    assign bar_left[1]=high_mi;
    assign bar_left[2]=high_mi;
    assign bar_left[3]=high_fa;
    assign bar_left[4]=high_mi;
    assign bar_left[5]=high_re;
    assign bar_left[6]=high_do;
    assign bar_left[7]=high_do;
    assign bar_left[8]=high_do;
    assign bar_left[9]=high_fa;
    assign bar_left[10]=high_mi;
    assign bar_left[11]=high_re;
    assign bar_left[12]=high_do;
    assign bar_left[13]=high_re;
    assign bar_left[14]=middle_so;
    assign bar_left[15]=high_do;
    assign bar_left[16]=middle_so;
    assign bar_left[17]=high_do;
    assign bar_left[18]=middle_xi;
    assign bar_left[19]=middle_la;
    assign bar_left[20]=middle_xi;
    assign bar_left[21]=high_do;
    assign bar_left[22]=high_re;
    assign bar_left[23]=high_re;
    assign bar_left[24]=high_re;
    assign bar_left[25]=middle_xi;
    assign bar_left[26]=high_do;
    assign bar_left[27]=middle_la;
    assign bar_left[28]=middle_so;
    always @(*) begin
        for(i=0;i<=28;i=i+1)
            bar_right[i]=bar_left[i]+20;
    end
    assign bar_top[0]=bar_bottom[0]-move_length*2;
    assign bar_top[1]=bar_bottom[1]-move_length*3;
    assign bar_top[2]=bar_bottom[2]-move_length;
    assign bar_top[3]=bar_bottom[3]-move_length*2;
    assign bar_top[4]=bar_bottom[4]-move_length*2;
    assign bar_top[5]=bar_bottom[5]-move_length*4;
    assign bar_top[6]=bar_bottom[6]-move_length*2;
    assign bar_top[7]=bar_bottom[7]-move_length;
    assign bar_top[8]=bar_bottom[8]-move_length;
    assign bar_top[9]=bar_bottom[9]-move_length*2;
    assign bar_top[10]=bar_bottom[10]-move_length*2;
    assign bar_top[11]=bar_bottom[11]-move_length*2;
    assign bar_top[12]=bar_bottom[12]-move_length*2;
    assign bar_top[13]=bar_bottom[13]-move_length*6;
    assign bar_top[14]=bar_bottom[14]-move_length*2;
    assign bar_top[15]=bar_bottom[15]-move_length*2;
    assign bar_top[16]=bar_bottom[16]-move_length*2;
    assign bar_top[17]=bar_bottom[17]-move_length*2;
    assign bar_top[18]=bar_bottom[18]-move_length*2;
    assign bar_top[19]=bar_bottom[19]-move_length*3;
    assign bar_top[20]=bar_bottom[20]-move_length;
    assign bar_top[21]=bar_bottom[21]-move_length*2;
    assign bar_top[22]=bar_bottom[22]-move_length;
    assign bar_top[23]=bar_bottom[23]-move_length;
    assign bar_top[24]=bar_bottom[24]-move_length*3;
    assign bar_top[25]=bar_bottom[25]-move_length;
    assign bar_top[26]=bar_bottom[26]-move_length*2;
    assign bar_top[27]=bar_bottom[27]-move_length*2;
    assign bar_top[28]=bar_bottom[28]-move_length*6;
    always @(posedge CP_rhythm) begin
        case (sw)
            2'b11: begin
                rhythm<=rhythm+1;
                case (rhythm)
                    2: begin
                        bar_bottom[0]<=vbp;
                    end 
                    4: begin
                        bar_bottom[0]<=bar_bottom[0]+move_length;
                        bar_bottom[1]<=vbp;
                    end 
                    7: begin
                        for(i=0;i<=1;i=i+1)
                            if(bar_bottom[i])
                                bar_bottom[i]<=bar_bottom[i]+move_length;
                            else bar_bottom[i]<=0;
                        bar_bottom[2]<=vbp;
                    end 
                    8: begin
                        for(i=0;i<=2;i=i+1)
                            if(bar_bottom[i])
                                bar_bottom[i]<=bar_bottom[i]+move_length;
                            else bar_bottom[i]<=0;
                        bar_bottom[3]<=vbp;
                    end 
                    10: begin
                        for(i=0;i<=3;i=i+1)
                            if(bar_bottom[i])
                                bar_bottom[i]<=bar_bottom[i]+move_length;
                            else bar_bottom[i]<=0;
                        bar_bottom[4]<=vbp;
                    end 
                    12: begin
                        for(i=0;i<=4;i=i+1)
                            if(bar_bottom[i])
                                bar_bottom[i]<=bar_bottom[i]+move_length;
                            else bar_bottom[i]<=0;
                        bar_bottom[5]<=vbp;
                    end
                    16: begin
                        for(i=0;i<=5;i=i+1)
                            if(bar_bottom[i])
                                bar_bottom[i]<=bar_bottom[i]+move_length;
                            else bar_bottom[i]<=0;
                        bar_bottom[6]<=vbp;
                    end 
                    18: begin
                        for(i=0;i<=6;i=i+1)
                            if(bar_bottom[i])
                                bar_bottom[i]<=bar_bottom[i]+move_length;
                            else bar_bottom[i]<=0;
                        bar_bottom[7]<=vbp;
                    end 
                    19: begin
                        for(i=0;i<=7;i=i+1)
                            if(bar_bottom[i])
                                bar_bottom[i]<=bar_bottom[i]+move_length;
                            else bar_bottom[i]<=0;
                        bar_bottom[8]<=vbp;
                    end
                    20: begin
                        for(i=0;i<=8;i=i+1)
                            if(bar_bottom[i])
                                bar_bottom[i]<=bar_bottom[i]+move_length;
                            else bar_bottom[i]<=0;
                        bar_bottom[9]<=vbp;
                    end  
                    22: begin
                        for(i=0;i<=9;i=i+1)
                            if(bar_bottom[i])
                                bar_bottom[i]<=bar_bottom[i]+move_length;
                            else bar_bottom[i]<=0;
                        bar_bottom[10]<=vbp;
                    end 
                    24: begin
                        for(i=0;i<=10;i=i+1)
                            if(bar_bottom[i])
                                bar_bottom[i]<=bar_bottom[i]+move_length;
                            else bar_bottom[i]<=0;
                        bar_bottom[11]<=vbp;
                    end 
                    26: begin
                        for(i=0;i<=11;i=i+1)
                            if(bar_bottom[i])
                                bar_bottom[i]<=bar_bottom[i]+move_length;
                            else bar_bottom[i]<=0;
                        bar_bottom[12]<=vbp;
                    end 
                    28: begin
                        for(i=0;i<=12;i=i+1)
                            if(bar_bottom[i])
                                bar_bottom[i]<=bar_bottom[i]+move_length;
                            else bar_bottom[i]<=0;
                        bar_bottom[13]<=vbp;
                    end 
                    34: begin
                        for(i=0;i<=13;i=i+1)
                            if(bar_bottom[i])
                                bar_bottom[i]<=bar_bottom[i]+move_length;
                            else bar_bottom[i]<=0;
                        bar_bottom[14]<=vbp;
                    end 
                    36: begin
                        for(i=0;i<=14;i=i+1)
                            if(bar_bottom[i])
                                bar_bottom[i]<=bar_bottom[i]+move_length;
                            else bar_bottom[i]<=0;
                        bar_bottom[15]<=vbp;
                    end 
                    38: begin
                        for(i=0;i<=15;i=i+1)
                            if(bar_bottom[i])
                                bar_bottom[i]<=bar_bottom[i]+move_length;
                            else bar_bottom[i]<=0;
                        bar_bottom[16]<=vbp;
                    end 
                    40: begin
                        for(i=0;i<=16;i=i+1)
                            if(bar_bottom[i])
                                bar_bottom[i]<=bar_bottom[i]+move_length;
                            else bar_bottom[i]<=0;
                        bar_bottom[17]<=vbp;
                    end 
                    42: begin
                        for(i=0;i<=17;i=i+1)
                            if(bar_bottom[i])
                                bar_bottom[i]<=bar_bottom[i]+move_length;
                            else bar_bottom[i]<=0;
                        bar_bottom[18]<=vbp;
                    end 
                    44: begin
                        for(i=0;i<=18;i=i+1)
                            if(bar_bottom[i])
                                bar_bottom[i]<=bar_bottom[i]+move_length;
                            else bar_bottom[i]<=0;
                        bar_bottom[19]<=vbp;
                    end 
                    47: begin
                        for(i=0;i<=19;i=i+1)
                            if(bar_bottom[i])
                                bar_bottom[i]<=bar_bottom[i]+move_length;
                            else bar_bottom[i]<=0;
                        bar_bottom[20]<=vbp;
                    end 
                    48: begin
                        for(i=0;i<=20;i=i+1)
                            if(bar_bottom[i])
                                bar_bottom[i]<=bar_bottom[i]+move_length;
                            else bar_bottom[i]<=0;
                        bar_bottom[21]<=vbp;
                    end 
                    50: begin
                        for(i=0;i<=21;i=i+1)
                            if(bar_bottom[i])
                                bar_bottom[i]<=bar_bottom[i]+move_length;
                            else bar_bottom[i]<=0;
                        bar_bottom[22]<=vbp;
                    end 
                    51: begin
                        for(i=0;i<=22;i=i+1)
                            if(bar_bottom[i])
                                bar_bottom[i]<=bar_bottom[i]+move_length;
                            else bar_bottom[i]<=0;
                        bar_bottom[23]<=vbp;
                    end 
                    52: begin
                        for(i=0;i<=23;i=i+1)
                            if(bar_bottom[i])
                                bar_bottom[i]<=bar_bottom[i]+move_length;
                            else bar_bottom[i]<=0;
                        bar_bottom[24]<=vbp;
                    end 
                    55: begin
                        for(i=0;i<=24;i=i+1)
                            if(bar_bottom[i])
                                bar_bottom[i]<=bar_bottom[i]+move_length;
                            else bar_bottom[i]<=0;
                        bar_bottom[25]<=vbp;
                    end 
                    56: begin
                        for(i=0;i<=25;i=i+1)
                            if(bar_bottom[i])
                                bar_bottom[i]<=bar_bottom[i]+move_length;
                            else bar_bottom[i]<=0;
                        bar_bottom[26]<=vbp;
                    end 
                    58: begin
                        for(i=0;i<=26;i=i+1)
                            if(bar_bottom[i])
                                bar_bottom[i]<=bar_bottom[i]+move_length;
                            else bar_bottom[i]<=0;
                        bar_bottom[27]<=vbp;
                    end 
                    60: begin
                        for(i=0;i<=27;i=i+1)
                            if(bar_bottom[i])
                                bar_bottom[i]<=bar_bottom[i]+move_length;
                            else bar_bottom[i]<=0;
                        bar_bottom[28]<=vbp;
                    end 
                    default: begin 
                        for(i=0;i<=28;i=i+1)
                            if((bar_bottom[i]>0)&&(bar_bottom[i]<=vfp)) 
                                bar_bottom[i]<=bar_bottom[i]+move_length;
                            else bar_bottom[i]<=0;
                    end
                endcase
            end
            default: begin
                rhythm<=0;
                for(i=0;i<=28;i=i+1)
                    bar_bottom[i]<=0;
            end
        endcase
    end
    always @(*) begin
        for(i=0;i<=28;i=i+1)
            in_bar[i]=(hc<bar_right[i])&(hc>bar_left[i])&(vc>bar_top[i])&(vc<bar_bottom[i]);
    end
    always @(*) begin
        red=0; green=0; blue=0;
        if(in_bar) begin  
            red=4'b1001;
            green=4'b1111;
            blue=4'b1111;
        end
    end
endmodule
$ cat design/flow/config.mk
export PLATFORM = sky130hd
export DESIGN_NAME = Bar
export DESIGN_NICKNAME = Bar
export VERILOG_FILES = /design/flow/design.v
export SDC_FILE = /design/flow/constraint.sdc
export NUM_CORES = 4
export LEC_CHECK = 1
export CORE_UTILIZATION = 50
$ cat design/flow/run.sh
#!/bin/bash
# OpenROAD 26Q1-2900-gdf79404cd8, Yosys 0.63+post, stock flow scripts
make -C /OpenROAD-flow-scripts/flow DESIGN_CONFIG=/design/flow/config.mk WORK_HOME=/design/flow/orfs finish
$ cat design/flow/constraint.sdc
current_design Bar

set clk_period 7.8
set clk_io_pct 0.2

create_clock -name clk0 -period $clk_period [get_ports {CP_rhythm}]

set non_clock_inputs [all_inputs -no_clocks]
set_input_delay [expr $clk_period * $clk_io_pct] -clock clk0 $non_clock_inputs
set_output_delay [expr $clk_period * $clk_io_pct] -clock clk0 [all_outputs]
==> results.txt <==
impl run done, here's what came out: status finished, final reports clean, post-DP HPWL 73400 um, floorplan core density 50.5%, std cell rows 93, WS Path Type in -> out, DRC errors left 0, Port Buf Inserts 32, total die size 66000 sq um, Vias per Instance 5.91, met2 GRT Util 47.1%, post-cts sizing count 0, dominant logic cell type in the layout ha_1, Final min period 7.15 ns, Root Driver clkbuf_16, Clock Path Buffers 3, gr busiest metal met2, register clock-pin slew on the reported worst setup and hold paths roughly 0.060 ns, Critical Path AT ~5.6 ns, asr flop ratio synth 0%, critical-path maximum fanout 18, met3 Resource Use GR 3.76%, final setup vio count 0, max_slew headroom 21.7%, chip width between 200 and 300 um, routed length per instance a little under 20 um, flip-flops with a built-in enable 0, Post-CTS Setup Bufs 0, cell total in the yosys stat output 4164, Total GRT Usage 30.3%, Yosys cell types roughly 86, total core area 64300 sq um, Hold Path Depth 2, static leakage 14.4 nW, Slew Limit Fails 0, #FFs+latches synth approximately 300, Area Overhead vs Synth 8.31%, setup TNS 0 ns, Yosys chip area 32500 sq um, Final Core Density 54.7%, power per cell area roughly 130 nW/um^2, DR pass1 iterations 5, Syn Inst Count between 4000 and 5000, fin crit share 91.7%, Syn Area/Cell 7.80 sq um, dominant logic cell types in the final layout ha_1, nor2_1, xnor2_1, Worst-Skew Late Latency roughly 0.6 ns, GRT overflow 0, clock skew 0.0155 ns, final hold violations 0, Setup crit end kind primary output, RePlAce Congestion 0.937, WL final 98700 um, top_reg_cell synth dfxtp_1, via count between 20000 and 30000, crit path launch type input pin, cts bufs inserted around 41, peak supply drop approximately 0.14 mV, first-pass GRT wire length 156000 um, Clock Sinks 301, vias in the first global route 28100, Post-synth seq share 18.5%, post-placement cell area between 30000 and 40000 sq um, Die Height around 260 um, Max Clk Rate 0.140 GHz, FF-to-FF path depth 11, H-tree lvl count 2, fin area 35200 sq um, worst endpoint required time 6.24 ns, Syn Std Cell Area roughly 32000 sq um, worst hold-check path type reg -> reg, TritonCTS clock tree done, FILL cells 6065, largest net degree at the start of global routing 50, share of cells above drive strength 1 4.31%, GR Util met1 about 46%, Antenna Nets Post-Route 0, starting DRC count in detailed routing approximately 2200, synth warn 3, number of max-cap violations 0, initial antenna violation count 1, OpenROAD warnings 110, hold buffers post-CTS 0, RSZ-0062 raised after global routing no, Slew @ Worst Pin 1.16 ns, IO Pins 35
-- cell families (layout without fill, tap and decap cells) --
logic type	count (synthesis)	after routing	share of synthesized area (%)
other	1	3	0.0115
xor gates and xnor gates	345	345	9.30
muxes	1	1	0.0347
AOI/OAI and AO/OA	1072	1072	20.8
buffers and inverters	458	497	5.60
DFF	301	301	18.5
and+or+nand+nor	1321	1321	20.1
adders and majority gates	665	665	25.6
-- worst max-delay path, stage by stage --
cell             delay [ns]
clkdlybuf4s50_1        0.41
inv_2                  0.43
buf_4                  0.39
buf_4                  0.30
ha_1                   0.20
o21bai_1               0.08
a21oi_1                0.14
a21oi_1                0.08
a211oi_1               0.56
o22ai_1                0.29
nor4_1                 0.28
buf_4                  0.15
nand3_1                0.08
buf_4                  0.19
clkdlybuf4s50_1        0.41
-- area by class of cell --
type | count | area [sq um] | area share (%)
inverters | 328 | 1230 | 3.50
multi-input cells | 3406 | 24700 | 70.1
clock inverters | 14 | 201 | 0.572
well taps | 855 | 1070 | 3.04
clock buffers | 59 | 1180 | 3.34
flip-flops and latches | 301 | 6030 | 17.1
repair buffers | 96 | 816 | 2.32
diodes | 1 | 2.50 | 0.00711
-- per-layer routing --
layer	routed length, um	share of wire (%)	vias to the layer above
li1	-	-	15100
met1	47800	48	14000
met2	43200	44	674
met3	5460	5.5	111
met4	2250	2.3	0
met5	0	0	-
-- stage by stage --
step | std cells | total power, mW | setup WS (ns) | hold slack [ns]
after floorplan | 4165 | 2.25 | 1.80 | 0.430
after global placement | 4986 | 2.54 | 0.666 | 0.442
after detailed placement | 4986 | 2.53 | 0.630 | 0.468
after CTS | 5059 | 4.55 | 0.621 | 0.486
after global routing | 5059 | 4.74 | 0.396 | 0.499
final | 5060 | 4.51 | 0.648 | 0.483
-- flip-flops by register name, summed over array words and instances, names as in the netlist --
register,flops
rhythm,11
bar_bottom,290
-- final timing paths --
| check | slack [ns] | startpoint | to |
|---|---|---|---|
| worst max register to register | 3.27 | rhythm[0]$_SDFF_PP0_ | bar_bottom[27][8]$_SDFFE_PP0N_ |
| worst min-delay path | 0.48 | bar_bottom[28][9]$_SDFFE_PP0N_ | bar_bottom[28][9]$_SDFFE_PP0N_ |
| worst min register to register | 0.48 | bar_bottom[28][9]$_SDFFE_PP0N_ | bar_bottom[28][9]$_SDFFE_PP0N_ |
| worst max-delay path | 0.65 | vc[0] | red[3] |
-- Yosys cell counts (all sizes together) (19+ instances only) --
cell | n | area share, %
a211oi | 97 | 2.2
nand4 | 102 | 2.0
dfxtp | 301 | 19
o21ai | 257 | 4.0
nand3 | 137 | 2.1
clkbuf | 89 | 1.0
or3 | 31 | 0.61
nor3 | 127 | 2.1
nor4 | 53 | 1.1
a21o | 86 | 2.0
buf | 41 | 0.78
nor2 | 357 | 4.1
o211ai | 37 | 0.85
xnor2 | 333 | 9.0
a21oi | 327 | 5.1
and3 | 33 | 0.64
nand2b | 19 | 0.37
nor2b | 64 | 1.2
o21a | 42 | 0.97
nand2 | 306 | 3.5
a221oi | 21 | 0.57
a31oi | 46 | 0.89
inv | 323 | 3.7
ha | 665 | 26
-- report_power, final --
part / switching, mW / internal, mW
combinational: 0.562 / 0.349
sequential: 0.0411 / 1.57
clock: 0.778 / 1.21
Power figures rest on the tool's default switching activity, not on a simulated workload.
